File: design.v
module fft_block(
    input logic clk,
    input logic rst_n,
    input logic signed [15:0] in_real,
    input logic signed [15:0] in_imag,
    input logic clk_fast,  
    output logic signed [15:0] out_real,
    output logic signed [15:0] out_imag
);
    logic signed [15:0] temp_real, temp_imag;
    always_ff @(posedge clk_fast) begin  
        temp_real <= in_real >> 1; 
        temp_imag <= in_imag >> 1;
    end
    always_ff @(posedge clk) begin
        out_real <= temp_real;   
        out_imag <= temp_imag;
    end
endmodule
File: run.sh
#!/bin/bash
# OpenROAD 26Q1-2900-gdf79404cd8, Yosys 0.63+post, stock flow scripts
make -C /OpenROAD-flow-scripts/flow DESIGN_CONFIG=/design/flow/config.mk WORK_HOME=/design/flow/orfs finish
File: config.mk
export PLATFORM = sky130hd
export DESIGN_NAME = fft_block
export DESIGN_NICKNAME = fft_block
export VERILOG_FILES = /design/flow/design.v
export SDC_FILE = /design/flow/constraint.sdc
export NUM_CORES = 4
export LEC_CHECK = 1
export CORE_UTILIZATION = 30
File: constraint.sdc
current_design fft_block

set clk_period 1.0
set clk_io_pct 0.2

create_clock -name clk0 -period $clk_period [get_ports {clk}]
create_clock -name clk1 -period $clk_period [get_ports {clk_fast}]

set non_clock_inputs [all_inputs -no_clocks]
set_input_delay [expr $clk_period * $clk_io_pct] -clock clk0 $non_clock_inputs
set_output_delay [expr $clk_period * $clk_io_pct] -clock clk0 [all_outputs]
==> changes_impl.md <==
### Physical design

* Die W at 65.77 um
* Worst hold start: temp_imag[2]
* Dominant logic cell types in the final layout: 53 x dfxtp_1, 30 x clkdlybuf4s50_1, 24 x clkdlybuf4s15_1, 12 x clkbuf_8, 7 x dfxtp_2
* Vias per std cell at 3.643
* CP Launch Point: out_imag[10]
* Chip area at 4326 sq um
* Mapped Area at 1220 sq um
* Syn Area/Cell at 19.36 sq um
* Comb area leader: buffers and inverters
* Yosys top cell by area: dfxtp_1
* Peak VDD IR at 1.058 mV
* GP Congestion at 0.6381
* CP peak stage delay at 0.32 ns
* Site row count at 22
* Post-synthesis simple-gate area fraction at 0
* Outcome: completed
* Core area at 3771 sq um
* Crit-path slowest cell: dfxtp_1
* Internal Power at 0.004036 W
* Num ports at 67
* Wire per inst at 9.265 um
* CP delay by family, top: flip-flops
* Pleak at 0.8700 nW
* Worst path arrival time at 0.75 ns
* Total track usage at 0.09398
* Dpl cells at 170
* Ant diodes at 0
* CTS tree: yes
* MUX area fraction at 0
* OpenROAD warnings at 29
* Largest net degree at the start of global routing at 10
* Max FO, Critical Path at 1
* Total grt overflow at 0
* Antenna Nets Post-Route at 0
* Number of DRC markers in iteration 0 at 1
* Max-area cell share at 0.9846
* Clk pwr share at 0.440
* Gate Count Post-Synth at 63
* CTS clk-pin slew, worst paths at 0.06 ns
* Final Max-Slew Violation Tally at 0
* Count of buffers from port buffering at 60
* DR vias at 674
* Initial antenna violation count at 0
* Fill count at 288
* Chip Area, Yosys at 1220 sq um
* Worst path required time at 0.80 ns
* Compound-Gate Fraction of Synth Area at 0
* Post-synthesis sequential area ratio at 0.9846
* Floorplan core density at 0.3235
* Main area contributors: dfxtp_1 98%, buf_4 1.2%, conb_1 0.31%
* Synth flops at 60
* Startpoint types: flop
* First-pass GRT wire length at 2.808 mm
* DIE HEIGHT at 65.77 um
* Yosys adder share at 0
* Fin cells at 185
* Post-synthesis xor/xnor area fraction at 0
* Final WL at 1.714 mm
* Critical path buffers and inverters at 1
* Sink Count at 60
* Vias in the first global route at 694
* CP cell instances: clkdlybuf4s15_1
* Cell Type Count at 3
* Synth warn at 1
* Cell area power density at 2376 nW/um^2
* Final routed DRC violation total at 0
* CTS hold repair buffers at 0
* Endpoints failing setup at 0
* Layout cells sized above 1 at 0.1971
* Final Hold Viols at 0
* Setup TNS at 0 ns
* RSZ-0062 raised after global routing: false
* Psw at 0.0008396 W
* Seq pwr share at 0.523
* Worst hold path class: flop to flop
* WS Path Type: flop to output port
* Comb power frac at 0.038
* Layout overhead on the synthesized area at 68.21%
* FF-to-FF Start: temp_imag[11]
* Sw Share at 0.1722
* First-pass DRT Iterations at 2
* Yosys cell count at 63
* Commonest Layout Cell: dfxtp_1
* Max Cap Viol at 0
* Crit end category: output port
## synth_stat cells
cell type	number
buf_4	2
conb_1	1
dfxtp_1	60
## logic make-up after synthesis
kind of cell	Yosys count
buf+inv	2
flops	60
other cells	1
## worst paths after layout
path / to / slack [ns] / cells past startpoint
max: out_imag[10] / 0.05 / 1
max in group clk1: temp_imag[9] / 0.54 / 1
min: out_imag[2] / 0.32 / 0
min in group clk1: temp_real[1] / 0.37 / 1
min reg2reg: out_imag[2] / 0.32 / 0
max reg2reg: out_imag[11] / 0.60 / 0
## per-layer routing
| layer | part of all wire | GRT usage | wire [um] |
|---|---|---|---|
| met5 | 0 | 0 | 0 |
| met4 | 0.025 | 0.02989 | 42 |
| met3 | 0.23 | 0.1084 | 390 |
| met2 | 0.39 | 0.1250 | 664 |
| met1 | 0.36 | 0.09114 | 617 |
## sequential cells by signal (all words and copies together), names as in the netlist
| register | flops |
|---|---|
| out_real | 15 |
| out_imag | 15 |
| temp_imag | 15 |
| temp_real | 15 |
## per-stage QoR
stage	area, sq um	setup WS (ns)	utilization	total power [W]	hold slack [ns]
floorplan	1224	0.5385	-	0.002583	0.2277
global placement	1869	0.04264	0.4957	0.002817	0.3099
detailed placement	1869	0.04011	0.4957	0.002818	0.3121
CTS	2057	0.0008859	0.5455	0.004971	0.3257
global route	2052	0.001975	0.5441	0.005158	0.3336
finish	2052	0.04800	0.5441	0.004875	0.3245
## power groups by stage
stage | combinational, W | sequential, W | clock [W]
after CTS | 0.000188 | 0.00255 | 0.00224
final | 0.000184 | 0.00255 | 0.00214
after global routing | 0.000203 | 0.00256 | 0.00239
## what timing repair did
| item | in CTS | in global routing |
|---|---|---|
| setup buffers | 0 | 0 |
| resized | 47 | 26 |
| endpoints found under the setup margin | 30 | 23 |
## final cells by class
| cell class | instances | area (sq um) | share of cell area |
|---|---|---|---|
| Clock inverter | 2 | 35.03 | 0.01707 |
| Timing Repair Buffer | 60 | 570.5 | 0.2780 |
| Multi-Input combinational cell | 2 | 7.507 | 0.003659 |
| Clock buffer | 13 | 168.9 | 0.08232 |
| Tap cell | 48 | 60.06 | 0.02927 |
| Sequential cell | 60 | 1210 | 0.5896 |
No activity file was given, so power comes from the tool's default toggle rates.
