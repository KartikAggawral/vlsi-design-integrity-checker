[flow/config.mk]
export PLATFORM = sky130hd
export DESIGN_NAME = four_bit_adder
export DESIGN_NICKNAME = four_bit_adder
export VERILOG_FILES = /design/flow/design.v
export SDC_FILE = /design/flow/constraint.sdc
export NUM_CORES = 4
export LEC_CHECK = 1
export CORE_AREA = 10 10 70 70
export DIE_AREA = 0 0 80 80
[flow/constraint.sdc]
current_design four_bit_adder

set clk_period 2.4
set clk_io_pct 0.2

create_clock -name clk0 -period $clk_period

set non_clock_inputs [all_inputs -no_clocks]
set_input_delay [expr $clk_period * $clk_io_pct] -clock clk0 $non_clock_inputs
set_output_delay [expr $clk_period * $clk_io_pct] -clock clk0 [all_outputs]
[flow/design.v]
module four_bit_adder (
    input wire [3:0] a,
    input wire [3:0] b,
    output wire [3:0] sum,
    output wire carry
);
    assign {carry, sum} = a + b;
endmodule
[flow/run.sh]
#!/bin/bash
# OpenROAD 26Q1-2900-gdf79404cd8, Yosys 0.63+post, stock flow scripts
make -C /OpenROAD-flow-scripts/flow DESIGN_CONFIG=/design/flow/config.mk WORK_HOME=/design/flow/orfs finish
==> impl_metrics.ini <==
; physical design summary
[placement]
hpwl_um = 474
postPlaceCellArea_sq_um = 324
io_buffer_count = 13
gp_congestion = 0.753
dpl_worst_slack_ns = -0.420
dpl.cell_count = 75

[worst_setup_path]
crit_fanout = 2
crit_type = primary input to primary output
end_kind = primary output
cp.depth = 6
critical_path_buf_inv_count = 4
slowest_delay_ns = 0.45
path_delay_family = buffers and inverters
arrival_ns = 1.81
path_cells = clkdlybuf4s15_2, ha_4, inv_2, fa_2, inv_1, clkdlybuf4s50_1
critical_path.slowest_cell = clkdlybuf4s50_1
cp_data_required_time_ns = 1.92
cp-start-kind = primary input

[route]
antenna_cells = 0
wirelength_um = 539
first_iter_violations = 0
vias = 158
first_pass_iters = 1
avgViaCountPerCell = 2.05
drtAntennaViolNets = 0
wire_per_inst_um = 7.00
drc = 0

[floorplan]
die_w_um = 80
ios = 13
fp-utilization_pct = 3.99
rows = 21
die_h_um = 80
chipArea_sq_mm = 0.00640
core_sq_mm = 0.00342

[global_routing]
gr-total-overflow = 0
grt_pass1_wl_um = 765
grt_pass1_vias = 155
grt.total_usage_pct = 1.50
grt_start_max_net_pins = 4
antenna_found_initial = 0

[cells_and_area]
register_area_sq_um = 0
flops = 0
fillers = 396
final_cell_count_no_fill = 77
finish.utilization_pct = 10.9
finalInstanceArea_sq_um = 372
clockBufferCount = 0
drive_gt1_share_pct = 29.0
syn_to_final_growth_pct = 172
final-comb-area_sq_um = 149
lay_top_cells = dlygate4sd2_1, clkdlybuf4s50_1, inv_1, dlymetal6s2s_1

[final_timing]
slew-limit-headroom_pct = 91.2
fmax_mhz = 436
slew_violations = 0
finalHoldViolCount = 0
whs_ns = 1.43
rsz0062_at_grt = no
tns_ns = 0
fin_ws_ns = 0.106
setup_viol = 0
timing.final.crit_period_ns = 2.29
period_used_pct = 95.6
tightest_slew_ns = 0.132

[synth]
ys_cells = 16
synth_warnings = 0
ys_area_sq_um = 136
yosysUniqueCellTypes = 9
yosys.stat.seqShare_pct = 0
syn-cell-area_sq_um = 136
synth_area_per_cell_sq_um = 8.52
netlist_instances = 16

[cts]
holdBufCountCts = 0

[power_and_ir_drop]
ir_worst_vdd_mv = 0.0259
powerDensity_mw_per_mm2 = 173
power_uw = 64.1
p_leak_nw = 0.174

[run]
maxCapViolations = 0
warnings = 33

[hold_path]
min_path_type = primary input to primary output
hold-path-cell-count = 5

[status]
status = completed
==> path summary, 6_finish.rpt <==
kind / startpoint / to / slack (ns)
min: a[2] / carry / 1.43
max: a[0] / sum[1] / 0.11
==> layout make-up <==
cell class | count | share of cell area, %
inverter | 4 | 4.04
multi-input combinational | 12 | 40.1
timing repair buffer | 15 | 40.4
tap | 46 | 15.5
==> repair_timing <==
item	4_1_cts	5_1_grt
gates resized	16	3
setup buffers	0	2
setup endpoints to repair	4	1
pin swaps	6	4
==> cell families (layout without fill, tap and decap cells) <==
group	count (synthesis)	count (layout)	synth area share [%]
adder cells (fa/ha/maj)	5	5	51.4
buffers and inverters	4	19	11.0
AND-OR/OR-AND	3	3	15.6
XOR/XNOR	2	2	12.8
AND/OR/NAND/NOR	2	2	9.18
==> power by group <==
| part | leakage (nW) | internal [mW] | switching, mW |
|---|---|---|---|
| registers | 0 | 0 | 0 |
| clock network | 0 | 0 | 0 |
| logic | 0.174 | 0.0444 | 0.0197 |
| total | 0.174 | 0.0444 | 0.0197 |
==> Yosys cell counts <==
cell      number  area share [%]
a21oi_2        1             6.4
ha_1           4              37
a21o_1         1             5.5
nor2b_1        1             4.6
o21ai_0        1             3.7
nand2b_1       1             4.6
fa_1           1              15
inv_1          4              11
xnor2_1        2              13
==> layer usage <==
layer	vias to the layer above	GRT usage [%]	routed length, um
met5	-	0	0
met4	0	0	0
met3	0	1.02	98
met2	11	2.01	164
met1	66	2.05	276
li1	81	-	-
Power and IR drop assume default switching activity.
