`/design/flow/run.sh`:
```
#!/bin/bash
# OpenROAD 26Q1-2900-gdf79404cd8, Yosys 0.63+post, stock flow scripts
make -C /OpenROAD-flow-scripts/flow DESIGN_CONFIG=/design/flow/config.mk WORK_HOME=/design/flow/orfs finish
```
`/design/flow/config.mk`:
```
export PLATFORM = sky130hd
export DESIGN_NAME = iir_filter
export DESIGN_NICKNAME = iir_filter
export VERILOG_FILES = /design/flow/design.v
export SDC_FILE = /design/flow/constraint.sdc
export NUM_CORES = 4
export LEC_CHECK = 1
export CORE_UTILIZATION = 30
```
`/design/flow/constraint.sdc`:
```
current_design iir_filter

set clk_period 15.2
set clk_io_pct 0.2

create_clock -name clk0 -period $clk_period [get_ports {clk}]

set non_clock_inputs [all_inputs -no_clocks]
set_input_delay [expr $clk_period * $clk_io_pct] -clock clk0 $non_clock_inputs
set_output_delay [expr $clk_period * $clk_io_pct] -clock clk0 [all_outputs]
```
`/design/flow/design.v`:
```
module iir_filter(
    input logic clk,
    input logic rst_n,
    input logic signed [15:0] in_data,
    output logic signed [15:0] out_data
);
    logic signed [15:0] feedback;
    always_ff @(posedge clk or negedge rst_n) begin
        if (!rst_n)
            feedback <= 16'h0000;
        else
            feedback <= (in_data >>> 2) + (feedback >>> 1);  
    end
    assign out_data = in_data + feedback * 2;  
endmodule
```
==> metrics.yaml <==
outcome:
  status: "complete, no violations"
sta:
  setup_tns_ns: 0
  timing.final.crit_period_ns: 8.76
  worstMarginPinSlew_ns: 0.428
  hold_viol: 0
  slew_limit_headroom: 0.712
  finClkSkew_ns: 0.00112
  report.final.setup_viol: 0
  post-route-period-util: 0.576
  final.hold.worst_slack_ns: 0.541
  peak_freq_mhz: 114
  final-max-slew-violation-count: 0
  unrepaired_setup_endpoints_after_global_routing: "no"
finish:
  syn2layout_area_growth_pct: 24.2
  biggestRegsByFlops: "feedback: 16 flops"
  top_register_by_number_of_flip_flops: "feedback"
  largest_reg_flops: 16
  share_of_final_layout_standard_cells_stronger_than_drive_strength_1: 0.0634
drt:
  maxUsedRoutingLayer: "met4"
  wl_mm: 3.43
  drc: 0
  num_vias: 1287
  met2_wirelength_mm: 1.48
  wl_per_cell_microns: 12.6
  drt_iter0_drc: 52
  drt.antenna.violating_nets: 0
  drt_pre_antenna_iters: 4
  n_antenna_cell: 0
  route.layer.met1.wl_mm: 1.80
  met3RoutedLength_microns: 106
  route.detailed.vias_per_inst: 4.73
grt:
  grt_max_degree: 17
  grt_pass1_vias: 1237
  wire_length_of_the_first_global_routing_pass_mm: 5.82
  grt_overflow: 0
  grt_antenna_before_repair: 0
  grt.total_usage: 0.141
synthesis:
  mappedNetlistArea_sq_um: 1550
  ys_sh_aoi: 0.242
  yosys-dominant-comb-family: "AND-OR/OR-AND gates"
  enable_flop_cells: 0
  synth.lib_cells_used.distinct: 46
  synth_flops: 16
  seq_area_frac_synth: 0.258
  yosys_warnings: 1
  synth.cellmix.adderShare: 0.155
  synth-simple-area-share: 0.161
  synth-cells-yosys: 181
  postSynth.topFlopCell: "dfrtp_1"
  muxShareOfSynthArea: 0
  synth_chip_area_sq_um: 1550
  syn_inst: 181
  async_set_reset_flop_share_out_of_synthesis: 1.00
  syn_avg_cell_area_sq_um: 8.59
  post_synth_xor_area_fraction: 0.118
setup_path:
  crit_arrival_ns: 5.72
  timing.critical_path.required_ns: 12.16
  criticalPathCategory: "in2out"
  start_kind: "input port"
  worst_setup_path_end_kind: "primary output"
  critPathMaxFanout: 3
placed_design:
  place.port_buffers: 31
  gp_congestion: 0.882
  dp_hpwl_mm: 2.74
clock_tree:
  number_of_clock_buffers_inserted_by_tritoncts: 3
  postCtsHoldBufs: 0
  root_buffer: "clkbuf_8"
  htree_num_levels: 1
  clk_pin_slew_ns: 0.07
  tritoncts: "yes"
  clockBufferDepth: 2
  clock_insertion_delay_worst_skew_ns: 0.25
  cts.repair.resized: 0
  cts_post_setup_buffers_inserted: 0
  tritoncts_num_sinks: 16
job:
  count_of_warning_messages_emitted_by_the_tools: 25
  cap_viol_max_count: 0
die:
  floorplanUtilization: 0.321
  coreArea_sq_um: 4850
  die_area_sq_um: 5470
  die_y_microns: 74.0
  std_cell_rows: 25
  ioPinCount: 34
  die.size.x_microns: 74.0
power_and_ir_drop:
  peakVddDrop_mv: 0.0781
  leakagePower_nw: 0.811
  power.density_nw_per_um2: 242
worst_hold_path:
  min-delay-path-class: "reg2reg"
==> layout make-up <==
type                    instances  area (sq um)
multi-input cells             144          1050
well taps                      67          83.8
inverters                      10          37.5
clock buffers                   3          41.3
flip-flops and latches         16           400
fillers                       506          2920
repair buffers                 32           318
==> worst paths after layout <==
path	start	end	slack, ns	depth (start not counted)
setup / recovery	in_data[2]	out_data[14]	6.44	10
hold / removal	feedback[1]	feedback[0]	0.54	1
setup reg to reg	feedback[1]	feedback[14]	12.85	8
hold reg to reg	feedback[1]	feedback[0]	0.54	1
max in group asynchronous	rst_n	feedback[10]	11.90	2
min in group asynchronous	rst_n	feedback[3]	3.11	2
==> metrics by stage <==
step / power (mW) / setup WS (ns) / util / cell area (sq um) / instances
after detailed placement: 0.437 / 6.45 / 0.390 / 1890 / 269
after global routing: 0.518 / 6.18 / 0.398 / 1930 / 272
after CTS: 0.474 / 6.44 / 0.398 / 1930 / 272
after floorplan: 0.307 / 7.61 / - / 1550 / 181
final: 0.468 / 6.44 / 0.398 / 1930 / 272
after global placement: 0.437 / 6.44 / 0.390 / 1890 / 269
==> cells by family after synthesis <==
| family | count (synthesis) |
|---|---|
| buf+inv | 21 |
| simple gates | 52 |
| fa+ha+maj | 18 |
| flops | 16 |
| xor+xnor | 21 |
| compound gates | 53 |
==> report_power, final <==
group	leakage, nW	switching (mW)	internal, mW
Clock	0.0216	0.0157	0.0176
Sequential	0.186	0.00752	0.0671
Combinational	0.602	0.166	0.193
Total	0.811	0.190	0.278
==> cells in the final DEF, fill, tap and decap left out, types with 3 or more instances in the layout <==
cell type,n
clkdlybuf4s50_1,31
nand2_1,17
ha_1,16
dfrtp_1,16
xnor2_1,14
nor2_1,13
a21oi_1,13
inv_1,10
o21ai_0,9
xor2_1,7
and3_1,4
o21a_1,4
nor2b_1,4
nand2b_1,3
o21ai_2,3
nor3_1,3
clkbuf_8,3
==> per-layer routing <==
| metal | vias up | track usage |
|---|---|---|
| li1 | 688 | - |
| met1 | 577 | 0.234 |
| met4 | 0 | 0.0256 |
| met2 | 20 | 0.205 |
| met5 | - | 0 |
| met3 | 2 | 0.0137 |
==> worst max-delay path, cell delays in order <==
cell and delay (ns):
clkdlybuf4s50_1 0.49, ha_1 0.22, inv_1 0.07, fa_1 0.41, and2b_4 0.28, o21ai_2 0.06, a31oi_1 0.31, nor4_1 0.09
a311oi_1 0.25, clkdlybuf4s50_1 0.50
==> cell usage after synthesis, types with 3 or more instances <==
library cell | number | share of area
dfrtp_1 | 16 | 0.26
and3_1 | 4 | 0.016
buf_2 | 7 | 0.023
o21ai_0 | 9 | 0.029
o21a_1 | 4 | 0.019
xnor2_1 | 14 | 0.079
xor2_1 | 7 | 0.039
nor3_1 | 3 | 0.0097
inv_1 | 10 | 0.024
nor2_1 | 13 | 0.031
nand2b_1 | 3 | 0.012
ha_1 | 16 | 0.13
a21oi_1 | 13 | 0.042
nand2_1 | 17 | 0.041
o21ai_2 | 3 | 0.017
nor2b_1 | 4 | 0.016
Power is estimated from default activity; no workload was simulated.
